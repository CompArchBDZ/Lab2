--- flow/design.v ---
`timescale 1ns / 1ps
module shiftregister
#(parameter width = 8)
(
input                 clk,                 
input                 peripheralClkEdge,   
input                 parallelLoad,        
input  [width-1:0]    parallelDataIn,      
input                 serialDataIn,        
output [width-1:0] parallelDataOut,     
output             serialDataOut        
);
    reg [width-1:0]      shiftregistermem;
    assign parallelDataOut = shiftregistermem;
    assign serialDataOut = shiftregistermem[width-1];
    always @(posedge clk) begin
        if(peripheralClkEdge) begin
            if (parallelLoad === 0) begin
                shiftregistermem <= shiftregistermem << 1'b1;
                shiftregistermem[0] <= serialDataIn;
            end 
        end
        else begin
            if (parallelLoad === 1) begin
                shiftregistermem <= parallelDataIn;
            end
        end
    end
endmodule
module inputconditioner
(
input 	    clk,             
input	    noisysignal,     
output reg  conditioned,     
output reg  positiveedge,    
output reg  negativeedge     
);
    parameter counterwidth = 3;  
    parameter waittime = 3;      
    reg[counterwidth-1:0] counter = 0;
    reg synchronizer0 = 0;
    reg synchronizer1 = 0;
    always @(posedge clk) begin
        if(conditioned == synchronizer1) begin
            counter <= 0;
            positiveedge <= 0;
            negativeedge <= 0;
        end
        else begin
            if( counter == waittime) begin
                counter <= 0;
                conditioned <= synchronizer1;
                positiveedge <= !conditioned & synchronizer1;
                negativeedge <= conditioned & !synchronizer1;
            end
            else
                counter <= counter+1;
        end
        synchronizer0 <= noisysignal;  
        synchronizer1 <= synchronizer0;  
    end
endmodule
module jkff1
(
    input trigger,
    input j,
    input k,
    output reg q
);
    always @(posedge trigger) begin
        if(j && ~k) begin
            q <= 1'b1;
        end
        else if(k && ~j) begin
            q <= 1'b0;
        end
        else if(k && j) begin
            q <= ~q;
        end
    end
endmodule
module mux2 #( parameter W = 1 )
(
    input[W-1:0]    in0,
    input[W-1:0]    in1,
    input           sel,
    output[W-1:0]   out
);
    assign out = (sel) ? in1 : in0;
endmodule
module midpoint
(
    input        clk,
    input  [3:0] sw,
    input  [3:0] btn,
    output [3:0] led
);
    wire[7:0] leds;
    wire negativeedge;
    wire positiveedge;
    wire conditioned;
    wire res_sel;
    inputconditioner conditioner1(.negativeedge(negativeedge), .clk(clk), .noisysignal(btn[0]));
    inputconditioner conditioner2(.conditioned(conditioned), .clk(clk), .noisysignal(sw[0]));
    inputconditioner conditioner3(.positiveedge(positiveedge), .clk(clk), .noisysignal(sw[1]));
    shiftregister register(
        .parallelDataOut(leds), 
        .clk(clk), 
        .peripheralClkEdge(positiveedge), 
        .parallelDataIn(8'b10100101), 
        .parallelLoad(negativeedge), 
        .serialDataIn(conditioned)
    );
    jkff1 src_sel(.trigger(clk), .j(btn[2]), .k(btn[1]), .q(res_sel));
    mux2 #(4) output_select(.in0(leds[3:0]), .in1(leds[7:4]), .sel(res_sel), .out(led));
endmodule
--- flow/run.sh ---
#!/bin/bash
# OpenROAD 26Q1-2900-gdf79404cd8, Yosys 0.63+post, stock flow scripts
make -C /OpenROAD-flow-scripts/flow DESIGN_CONFIG=/design/flow/config.mk WORK_HOME=/design/flow/orfs finish
--- flow/config.mk ---
export PLATFORM = sky130hd
export DESIGN_NAME = midpoint
export DESIGN_NICKNAME = midpoint
export VERILOG_FILES = /design/flow/design.v
export SDC_FILE = /design/flow/constraint.sdc
export NUM_CORES = 4
export LEC_CHECK = 1
export CORE_AREA = 10 10 109 109
export DIE_AREA = 0 0 119 119
--- flow/constraint.sdc ---
current_design midpoint

set clk_period 2.6
set clk_io_pct 0.2

create_clock -name clk0 -period $clk_period [get_ports {clk}]

set non_clock_inputs [all_inputs -no_clocks]
set_input_delay [expr $clk_period * $clk_io_pct] -clock clk0 $non_clock_inputs
set_output_delay [expr $clk_period * $clk_io_pct] -clock clk0 [all_outputs]
==> results.tsv <==
metric	value	unit
WS Path Type	flop to primary output	
yosys stat cell total	76	
Late-Pin Clk Latency	0.28	ns
Ys Warns	3	
reg2reg start	conditioner3.positiveedge$_SDFFE_PN0N_	
die area	0.0142	mm^2
final weighted congestion in routability-driven placement	0.686	
Non-Filler Instances	225	
Syn Std Cell Area	0.00107	mm^2
critical path arrival	1.54	ns
die height	119	um
Final Hold Fails	0	
setup ws final	0.543	ns
Place WS	0.818	ns
number of H-tree levels	2	
initial antenna violation count	0	
IO buf count	9	
first-pass GRT wire length	2.47	mm
register-to-register setup slack	1.08	ns
CTS tree	built	
fin. max-slew vios	0	
antenna cells	0	
1st-pass router iterations	3	
Tmin final	2.06	ns
Hold Path End	conditioner3.synchronizer1$_DFF_P_	
via count	550	
worst path required time	2.08	ns
tool warnings	29	
DRC	0	
path depth of the worst reg2reg path	1	
WHS Path Cells	0	
Worst Tran Pin Value	0.746	ns
Max transition margin	50.1	%
worst hold slack	0.326	ns
total power	0.958	mW
CTS buffer count	5	
crit-path max FO	5	
io pins	13	
post-CTS setup buffer count	0	
hold_sp	conditioner3.synchronizer0$_DFF_P_	
gr usage total	2.17	%
post-synth top area share	33.8	%
Max IR drop VDD	0.000214	V
vias in the first global route	526	
Setup crit start kind	flop	
status	complete, no violations	
Site Rows	36	
final WL	1.49	mm
Worst R2R End	register.shiftregistermem[0]$_SDFFCE_PN1P_	
dpl hpwl	1.08	mm
largest net degree at the start of global routing	11	
DP Cell Count	217	
Critical Path End Type	primary output	
Yosys cell types	17	
RSZ-0062 raised after global routing	no	
routed vias/inst	2.44	
floorplan utilization	11.1	%
Fillers	1090	
fmax	0.486	GHz
layout cells sized above 1	10.9	%
biggest area cells	dfxtp_1 34%, edfxtp_1 31%, ha_1 11%	
Clk pin slew, worst setup/hold paths	0.06	ns
# setup viols final	0	
Core Area	0.00964	mm^2
# resized after CTS	0	
Leak	0.504	nW
CTS Sinks	29	
Layout Skew	0.00658	ns
initial drt markers	19	
Avg WL per Cell	6.62	um
maxcap violations	0	
register share after synthesis	64.7	%
crit share post-route	79.1	%
Core Util, Final	14.5	%
Area after DPL	0.00132	mm^2
root buffer cell	clkbuf_8	
Chip Width	119	um
gr ovfl total	0	
setup TNS	0	ns
Syn Inst Count	76	
antenna viol nets, final	0	
min-delay worst type	flop to flop	
Yosys Chip Area	0.00107	mm^2
post-synth top area cell	dfxtp_1	
syn avg cell area	14.0	um^2
crit path from	src_sel.q$_SDFFE_PP1P_	
Bufs on Longest Clock Path	2	
Power Density	684	mW/mm^2
hold_buf cts	0	
Synth-to-Final Area Change	31.3	%
ys flops	29	
final instance area	0.00140	mm^2
[flip-flops by register name, indices dropped and copies added (netlist names)]
register                    flops
register.shiftregistermem       8
conditioner3.positiveedge       1
conditioner3.conditioned        1
conditioner3.synchronizer1      1
conditioner1.synchronizer0      1
conditioner2.synchronizer0      1
src_sel.q                       1
conditioner2.conditioned        1
conditioner1.negativeedge       1
conditioner1.counter            3
conditioner1.conditioned        1
conditioner1.synchronizer1      1
conditioner3.synchronizer0      1
conditioner3.counter            3
conditioner2.synchronizer1      1
conditioner2.counter            3
[synth_stat cells]
master / count
nor2b_1: 3
nor2_1: 2
nor3b_2: 1
mux2_1: 4
dfxtp_1: 18
xor2_1: 1
nor3b_1: 2
ha_1: 9
buf_2: 1
nand2b_1: 3
nor3_1: 6
edfxtp_1: 11
nand2b_2: 1
inv_1: 6
xnor2_2: 1
mux2i_1: 3
and2_1: 4
[cell families (layout without fill, tap and decap cells)]
group                      Yosys count  after routing  share of synthesized area (%)
DFF                                 29             29                           64.7
muxes                                7              7                           7.03
and+or+nand+nor                     22             22                           12.8
xor gates and xnor gates             2              2                           2.35
buffers and inverters                7             23                           2.58
adders and majority gates            9              9                           10.6
[layout make-up]
type / count / area (um^2) / share of cell area, %
Clock inverter: 2 / 10.0 / 0.714
Timing Repair Buffer: 9 / 90.1 / 6.43
Clock buffer: 6 / 72.6 / 5.18
Tap cell: 133 / 166 / 11.9
Multi-Input combinational cell: 40 / 349 / 24.9
Inverter: 6 / 22.5 / 1.61
Sequential cell: 29 / 691 / 49.3
[cells in the final DEF, fill, tap and decap left out, drive strengths merged, types with 2 or more instances in the layout]
master,n
dfxtp,18
edfxtp,11
ha,9
clkdlybuf4s50,9
inv,6
nor3,6
clkbuf,6
mux2,4
and2,4
nand2b,4
nor2b,3
mux2i,3
nor3b,3
nor2,2
clkinv,2
[power by group]
group / leakage (nW) / switching [mW] / internal, mW
Combinational: 0.208 / 0.0356 / 0.0545
Sequential: 0.251 / 0.0177 / 0.511
Clock: 0.0450 / 0.155 / 0.185
[critical path, cell delays in order (launching register included)]
cell             delay, ns
dfxtp_1               0.46
mux2_1                0.38
clkdlybuf4s50_1       0.42
[worst max-delay path by stage]
stage,cells past startpoint,to,slack [ns]
finish,2,led[1],0.54
global route,2,led[1],0.46
CTS,2,led[1],0.51
[layer usage]
metal  vias to the layer above  share of wire [%]  GRT usage [%]
li1                        289                  -              -
met4                         0               0.67          0.458
met1                       248                 52           2.81
met5                         -                  0              0
met2                        11                 40           2.90
met3                         2                7.0           1.49
No activity file was given, so power comes from the tool's default toggle rates.
